### /design/flow/design.v
`timescale 1ns/100ps
module mem_stage(
    input         clock,               
    input         reset,               
    input  [63:0] ex_mem_rega,         
    input  [63:0] ex_mem_alu_result,   
    input         ex_mem_rd_mem,       
    input         ex_mem_wr_mem,       
    input  [63:0] Dmem2proc_data,
    output [63:0] mem_result_out,       
    output  [1:0] proc2Dmem_command,
    output [63:0] proc2Dmem_addr,       
    output [63:0] proc2Dmem_data       
  );
  assign proc2Dmem_command =
                            ex_mem_wr_mem  ? BUS_STORE :
                            ex_mem_rd_mem  ? BUS_LOAD :
                            BUS_NONE;
  assign proc2Dmem_data = ex_mem_rega;
  assign proc2Dmem_addr = ex_mem_alu_result;
  assign mem_result_out = (ex_mem_rd_mem) ? Dmem2proc_data : ex_mem_alu_result;
endmodule  
### /design/flow/run.sh
#!/bin/bash
# OpenROAD 26Q1-2900-gdf79404cd8, Yosys 0.63+post, stock flow scripts
make -C /OpenROAD-flow-scripts/flow DESIGN_CONFIG=/design/flow/config.mk WORK_HOME=/design/flow/orfs finish
### /design/flow/config.mk
export PLATFORM = sky130hd
export DESIGN_NAME = mem_stage
export DESIGN_NICKNAME = mem_stage
export VERILOG_FILES = /design/flow/design.v
export SDC_FILE = /design/flow/constraint.sdc
export NUM_CORES = 4
export LEC_CHECK = 1
export CORE_AREA = 10 10 157 157
export DIE_AREA = 0 0 167 167
### /design/flow/constraint.sdc
current_design mem_stage

set clk_period 1.0
set clk_io_pct 0.2

create_clock -name clk0 -period $clk_period

set non_clock_inputs [all_inputs -no_clocks]
set_input_delay [expr $clk_period * $clk_io_pct] -clock clk0 $non_clock_inputs
set_output_delay [expr $clk_period * $clk_io_pct] -clock clk0 [all_outputs]
==> impl_metrics.tcl <==
# flow metrics
set metrics [dict create \
    largest_area_cell "buf_4" \
    yosys_area_sq_um 2057 \
    num_rows 53 \
    hold_class "primary input to output pin" \
    yosys.area_share.simple_pct 0 \
    crit_required_ps 800 \
    synthXorXnorAreaFrac_pct 0 \
    clockPowerShare_pct 0 \
    design_area_sq_um 4362 \
    vias 1946 \
    place_hpwl_um 8574 \
    route.detailed.drc 0 \
    mux_share_pct 45.99 \
    whs_ps 400.0 \
    synth_warnings 6 \
    end_kind "output pin" \
    path_class "primary input to output pin" \
    postSynthCellCount 202 \
    timing.final.crit_share_pct 123.5 \
    p_seq_share_pct 0 \
    period_minus_slack_ps 1235 \
    tool_warnings 37 \
    ys_top_cells_by_count "buf_4, mux2_4, buf_12" \
    first_pass_iters 2 \
    port_buffers 257 \
    fp.dieW_um 167 \
    core_sq_um 21150 \
    drive_gt1_share_pct 57.98 \
    rsz0062_at_grt "yes" \
    num_antenna_cells 0 \
    adder_share_pct 0 \
    combGateArea_sq_um 968.4 \
    final_util_pct 20.62 \
    grt_pass1_vias 2242 \
    pwr-share-comb_pct 100.0 \
    hold_start "ex_mem_rega[0]" \
    synth_cell_types 6 \
    die_y_um 167 \
    overflow 0 \
    regArea_sq_um 0 \
    ff_count 0 \
    violations "negative setup slack" \
    hold_violations 0 \
    drv_cap 0 \
    fin_total_pwr_mw 1.682 \
    netlist_area_sq_um 2057 \
    swShare_pct 24.84 \
    ys_top_logic_family "buffers and inverters" \
    grt_pass1_wl_um 15460 \
    top_cell "buf_4" \
    cp.arrival_ps 1030 \
    die-area_sq_um 27890 \
    slew_viol_final 0 \
    timing.final.ws_setup_ps -234.9 \
    cell_internal_pwr_mw 1.264 \
    switching_power_uw 417.8 \
    antenna_found_initial 0 \
    cp_num_buf_inv 4 \
    crit_path_max_fanout 5 \
    grt_use_total_pct 7.262 \
    routed_via_density 2.989 \
    routabilityCongestion 0.7666 \
    drt-initial-drc-count 34 \
    path_cells "buf_16 -> buf_12 -> buf_8 -> mux2_4 -> buf_6" \
    crit_path_max_incr_delay_ps 310 \
    postSynthSeqShare_pct 0 \
    finalWirelength_um 11180 \
    grt_max_degree 7 \
    final.setup.tns_ps -11140 \
    cp-start-kind "primary input" \
    startpoint "ex_mem_rd_mem" \
    clock.fmax_mhz 809.8 \
    n_fill_cell 2312 \
    ios 390 \
    syn_to_final_growth_pct 112.0 \
    avgSynthCellArea_sq_um 10.18 \
    nClkBuffers 0 \
    ys_cells 202 \
    critPathSlowestCell "mux2_4" \
    synth_top_area_share_pct 47.45 \
    aoi_share_pct 0 \
    fp_util_pct 9.724 \
    antenna_left 0 \
    topCellsByArea "buf_4, mux2_4, buf_12" \
    wl_per_cell_um 17.17 \
    path_delay_family "buffers and inverters" \
    status "finished with violations" \
    dpl_cell_area_sq_um 4050 \
    setup_violations 64 \
    total_leakage_power_nw 2.228 \
    peakVddDrop_uv 97.60 \
    p_per_area_nw_per_um2 385.5 \
]
cell usage in the layout (no fill, tap or decap):
cell             instances
buf_16                   8
clkdlybuf4s15_1         14
mux2_4                  64
clkdlybuf4s15_2         17
dlymetal6s2s_1          11
conb_1                   2
clkbuf_2                 1
dlygate4sd2_1           83
buf_12                   5
buf_6                   53
buf_2                   48
buf_4                   16
clkdlybuf4s50_1         48
buf_8                    6
cell type report:
cell class	instances	share of cell area, %
timing repair buffer	310	69.91
tap	275	7.889
multi-input combinational	66	22.20
per-stage QoR:
stage | instances | setup WS (ps)
after CTS | 652 | -238.7
after detailed placement | 619 | -617.6
after floorplan | 203 | 2.550
final | 651 | -234.9
after global placement | 619 | -627.2
after global routing | 651 | -253.5
cells by family (layout without fill, tap and decap cells):
logic type | count (synthesis) | count (layout)
other | 1 | 2
buffers and inverters | 137 | 310
muxes | 64 | 64
power by group through the flow:
stage / combinational, mW / clock, mW / sequential (mW)
final: 1.68 / 0 / 0
after global routing: 1.81 / 0 / 0
after CTS: 1.67 / 0 / 0
worst paths after layout:
check                       endpoint  slack [ps]  cells past startpoint
setup / recovery  mem_result_out[42]        -230                      5
hold / removal     proc2Dmem_data[0]         400                      0
repair_timing:
action / 4_1_cts / 5_1_grt
cloned: 7 / 0
hold endpoints to repair: 0 / 0
hold buffers: 0 / 0
setup buffers: 26 / 0
endpoints found under the setup margin: 128 / 67
resized: 492 / 33
routing by layer:
layer	part of all wire (%)	track usage, %
met5	0	0
met2	45	11.40
met1	41	8.854
met4	3.6	2.291
met3	11	2.984
Power figures rest on the tool's default switching activity, not on a simulated workload.
